$ cat flow/config.mk
export PLATFORM = sky130hd
export DESIGN_NAME = register
export DESIGN_NICKNAME = register
export VERILOG_FILES = /design/flow/design.v
export SDC_FILE = /design/flow/constraint.sdc
export NUM_CORES = 4
export LEC_CHECK = 1
export CORE_UTILIZATION = 40
$ cat flow/constraint.sdc
current_design register

set clk_period 9.3
set clk_io_pct 0.2

create_clock -name clk0 -period $clk_period [get_ports {clk}]

set non_clock_inputs [all_inputs -no_clocks]
set_input_delay [expr $clk_period * $clk_io_pct] -clock clk0 $non_clock_inputs
set_output_delay [expr $clk_period * $clk_io_pct] -clock clk0 [all_outputs]
$ cat flow/design.v
module ALU #(parameter bus_size = 8, shamt_p = 3)
	(input logic[bus_size-1:0] 	a, b,
		input logic[2:0]				select,
		input logic[shamt_p-1:0]	shamt, 
		output logic[bus_size-1:0] s,
		output logic 					flag_overflow,	flag_zero, flag_negative, flag_carry_out);
		logic[bus_size-1:0] sumador, restador, shift_izquierdo, shift_derecho,my_or,my_and,my_xor,my_not,c2_out;
		logic cout;
		logic enable;
		logic carryout;
		logic suma_o_resta;
		assign flag_zero = &(~s);
		assign enable = ~select[2]&~select[1]&select[0];
		assign flag_negative = s[bus_size-1];
		assign suma_o_resta = ~select[2]&~select[1];
		assign flag_carry_out = suma_o_resta & carryout;
		assign flag_overflow = ~(a[bus_size-1]^b[bus_size-1]^suma_o_resta) & suma_o_resta & (sumador[bus_size-1] ^ a[bus_size-1]) ;
		parameterizable_or  #(bus_size) _or (a,b,my_or);
		parameterizable_and #(bus_size) _and(a,b,my_and);
		parameterizable_not #(bus_size) _not(a,my_not);
		parameterizable_xor #(bus_size) _xor(a,b,my_xor);
		parameterizable_2_complement #(bus_size) comp_2(b, enable, c2_out,cout);
		parameterizable_adder #(bus_size) sum(a, c2_out, cout, sumador, carryout);
		parameterizable_shift_left  #(bus_size,shamt_p) shift_l(a, shamt, shift_izquierdo);
		parameterizable_shift_right #(bus_size,shamt_p) shift_r(a, shamt, shift_derecho);
		mux_8 #(bus_size) my_selector(sumador, sumador, shift_izquierdo, shift_derecho,my_or,my_and,my_xor,my_not,select,s);
endmodule
module mux_4 #(bus_size = 4)
	(input logic[bus_size-1:0] 	a,b,c,d,
		input logic[1:0] 				select,
		output logic[bus_size-1:0] out);
	logic[bus_size-1:0] stage_1_1_out;
	logic[bus_size-1:0] stage_1_2_out;
	simple_mux #(bus_size) stage_1_1(a,b,select[0], stage_1_1_out);
	simple_mux #(bus_size) stage_1_2(c,d,select[0], stage_1_2_out);
	simple_mux #(bus_size) stage_2(stage_1_1_out,stage_1_2_out,select[1], out);
endmodule
module mux_8 #(bus_size = 4)
	(input logic[bus_size-1:0] 	a,b,c,d,e,f,g,h,
		input logic[2:0] 				select,
		output logic[bus_size-1:0] out);
	logic[bus_size-1:0] stage_1_1_out;
	logic[bus_size-1:0] stage_1_2_out;
	mux_4 #(bus_size) stage_1_1(a,b,c,d,select[1:0], stage_1_1_out);
	mux_4 #(bus_size) stage_1_2(e,f,g,h,select[1:0], stage_1_2_out);
	simple_mux #(bus_size) stage_2(stage_1_1_out,stage_1_2_out,select[2], out);
endmodule
module one_bit_full_adder
	(input logic a,b,cin,
		output logic s,cout);
	assign s = (a ^ b) ^ cin;
	assign cout = (a & b) | (cin & (a ^ b));
endmodule
module parameterizable_2_complement #(parameter bus_size = 4) 
	(input logic[bus_size-1:0] 	in,
		input logic 					enable,
		output logic[bus_size-1:0] out,
		output logic 					cout);
	logic[bus_size-1:0] enable_virtual;
	genvar i;
	generate
		for (i = 0; i < bus_size; i = i+1) begin:forloop
			assign enable_virtual[i] = enable;
		end
	endgenerate
	parameterizable_xor #(bus_size) myxor(enable_virtual,in,out);
	assign cout = enable;
endmodule
module parameterizable_adder #(bus_size = 4)
	(input logic[bus_size-1:0] 	a,b,
		input logic 					cin,
		output logic[bus_size-1:0] s,
		output logic 					overflow);
	logic[bus_size:0] cout;
	assign cout[0]  = cin;
	assign overflow = cout[bus_size];
	genvar i;
	generate 
		for (i = 0; i < bus_size; i = i+1) begin:forloop
			one_bit_full_adder addr(a[i],b[i],cout[i], s[i],cout[i+1]);
		end
	endgenerate
endmodule
module parameterizable_and #(parameter bus_size = 4) 
	(input logic [bus_size-1:0] 	a,b,
		output logic[bus_size-1:0] out);
		assign out = a&b;
endmodule
module parameterizable_not #(parameter bus_size = 4)
	(input logic [bus_size-1:0] 	in,
		output logic[bus_size-1:0] out);
	assign out = ~in;
endmodule
module parameterizable_or #(parameter bus_size = 4) 
	(input logic [bus_size-1:0] 	a,b,
		output logic[bus_size-1:0] out);
		assign out = a|b;
endmodule
module parameterizable_shift_left #(bus_size = 4,shamt = 2)
	(input logic[bus_size-1:0] 	in,
		input logic[shamt-1:0] 		shift,
		output logic[bus_size-1:0] out);
	assign out = in << shift;
endmodule
module parameterizable_shift_right #(bus_size = 4,shamt = 2)
	(input logic[bus_size-1:0] 	in,
		input logic[shamt-1:0] 		shift,
		output logic[bus_size-1:0] out);
	assign out = in >> shift;
endmodule
module parameterizable_xor #(parameter bus_size = 4) 
	(input logic [bus_size-1:0] 	a,b,
		output logic[bus_size-1:0] out);
		assign out = a^b;
endmodule
module register #(parameter bus_size = 8, shamt_bus_size=3)
	(input logic [bus_size-1:0]	data1,data2,
		input logic [2:0] 			selector,
		input logic [shamt_bus_size:0] shift,
		input logic  					reset,
		input logic   					clk,
		output logic[bus_size-1:0] out);
	logic[bus_size-1:0] a, b;
	logic[2:0]select;
	logic[shamt_bus_size:0]shamt;
	logic[bus_size-1:0] s;
	logic flag_overflow, flag_zero, flag_negative, flag_carry_out;
	ALU #(bus_size,shamt_bus_size) alu(a, b, select[2:0], shamt[shamt_bus_size:0], s,
													flag_overflow, flag_zero, flag_negative, flag_carry_out);
	always @(posedge clk or posedge reset)
	if (reset)
		out <= 0;
	else if (clk == 1) begin
		select <= selector;
		a <= data1;
		b <= data2;
		shamt <= shift;
		out <= s;
	end
endmodule 
module simple_mux #(bus_size = 4)
	(input logic[bus_size-1:0] 	a, b,
		input logic 					select,
		output logic[bus_size-1:0] out);
	assign out = select? b : a;
endmodule
$ cat flow/run.sh
#!/bin/bash
# OpenROAD 26Q1-2900-gdf79404cd8, Yosys 0.63+post, stock flow scripts
make -C /OpenROAD-flow-scripts/flow DESIGN_CONFIG=/design/flow/config.mk WORK_HOME=/design/flow/orfs finish
==> impl_metrics.csv <==
group,metric,value,unit
power,power.density,142.8,nW/µm²
final_layout,drive_gt1_share,9.129,%
power,ir_drop,0.00007492,V
final_layout,lay_top_cells,"clkdlybuf4s50_1 (31), inv_1 (30), edfxtp_1 (22)",
run,warning_count,34,
final_layout,finish.utilization,49.01,%
clock_tree,cts_buffer_depth,2,
placed_design,portBuffers,31,
die,initCoreUtil,41.76,%
logic_synthesis,ys_cells,211,
run,maxCapViolCount,0,
placed_design,dpl.hpwl,3092,µm
grt,grt_overflow,0,
clock_tree,cts_root_buf,"clkbuf_8",
clock_tree,clk_pin_slew,70,ps
grt,grt_pass1_vias,1532,
setup_path,crit_required,9480,ps
logic_synthesis,postSynthAreaPerCell,10.96,µm²
die,ios,33,
logic_synthesis,top_area_cell,"edfxtp_1",
final_layout,fill_cells,533,
die,rows,27,
setup_path,r2r_cells,15,
timing,layout_worst_path_cycle_share,47.80,%
worst_hold_path,min_path_cells,4,
timing,fin_setup_tns,0,ps
status,status,"completed",
setup_path,start_kind,"flip-flop",
setup_path,cp-end-kind,"flip-flop",
route,ant_nets,0,
die,dieHeight,78.05,µm
power,intPower,0.0002758,W
route,dr.pass1.iters,4,
route,drc,0,
logic_synthesis,synth_cell_type_count,50,
route,vias_per_cell,5.230,
route,totalWireLength,4305,µm
route,drt-initial-drc-count,166,
die,design.die.area,6092,µm²
power,swShare,28.86,%
setup_path,arrival,4630,ps
setup_path,rr_startpoint,"select[2]$_DFFE_PN_",
clock_tree,clock_latency,280,ps
timing,finalHoldViolCount,0,
timing,fmax,225.0,MHz
route,routed-via-count,1637,
clock_tree,numCtsBuffers,5,
grt,grt_max_degree,31,
worst_hold_path,worstHoldEndpoint,"out[7]$_DFF_PP0_",
clock_tree,cts_sinks,30,
clock_tree,postCtsSetupBuffers,0,
logic_synthesis,yosys_area,2313,µm²
die,core,5540,µm²
timing,fin_skew,8.101,ps
logic_synthesis,syn_inst,211,
timing,tightest_slew,620.1,ps
worst_hold_path,hp-start,"b[7]$_DFFE_PN_",
timing,min_period,4445,ps
setup_path,startpoint,"select[2]$_DFFE_PN_",
final_layout,layout_top_cell,"clkdlybuf4s50_1",
timing,slew-limit-headroom,57.59,%
logic_synthesis,yosys_warnings,2,
power,p_leak,1.131,nW
power,p_comb_share,29.0,%
route,num_antenna_cells,0,
timing,slew_violations,0,
placed_design,gp_congestion,0.8862,
logic_synthesis,ys_seq_share,37.21,%
logic_synthesis,top_area_share,28.56,%
worst_hold_path,hp-class,"reg -> reg",
timing,setup_viol,0,
setup_path,r2r-end,"out[7]$_DFF_PP0_",
logic_synthesis,area_leaders,"edfxtp_1 (29%), dfrtp_1 (8.7%), ha_1 (8.7%)",
die,die_x,78.05,µm
clock_tree,cts_max_level,2,
power,switching_power,0.0001119,W
route,routedWlPerCell,13.75,µm
grt,antenna_found_initial,0,
setup_path,critPathKind,"reg -> reg",
setup_path,worstPathMaxFanout,16,
clock_tree,cts_resized,0,
power,power.clock.fraction,25.7,%
clock_tree,hold_buffers,0,
power,power_frac_seq,45.3,%
clock_tree,cts_tree,"built",
grt,gr-usage-all-layers,16.47,%
timing,rsz0062_at_grt,"no",
logic_synthesis,ys_seq_elements,30,
grt,grt_pass1_wl,7362,µm
final_layout,areaGrowthSynthToFinish,17.36,%
setup_path,regToRegSetupSlack,4850,ps
logic_synthesis,netlist_area,2313,µm²
## power by group through the flow
stage / logic (W) / clock network, W / registers [W]
4_1_cts: 0.000114 / 0.000104 / 0.000176
5_1_grt: 0.000127 / 0.000112 / 0.000178
6_report: 0.000112 / 0.0000995 / 0.000176
## how the worst max path moves through the flow
stage                      end  slack [ps]  cells after the start
global route  out[7]$_DFF_PP0_        4530                     15
finish        out[7]$_DFF_PP0_        4850                     15
CTS           out[7]$_DFF_PP0_        4800                     15
## area by class of cell
type	count	area (µm²)	share of cell area (%)
Clock buffer	6	72.57	2.673
Multi-Input combinational cell	137	1225	45.12
Sequential cell	30	860.8	31.71
Inverter	31	116.4	4.286
Clock inverter	2	10.01	0.3687
Tap cell	72	90.09	3.318
Timing Repair Buffer	35	340.3	12.53
## worst max-delay path, stage by stage, from the launching register on
cell,delay (ps)
edfxtp_1,670
nor2_1,100
and2_2,300
xnor2_1,170
fa_1,450
fa_1,430
fa_1,400
inv_1,80
fa_1,160
inv_1,50
fa_1,420
fa_1,420
xnor2_1,150
xnor2_1,130
a22o_1,170
a311oi_1,230
## cell families (layout without fill, tap and decap cells)
family	after synthesis	after routing	synth area share, %
AND-OR/OR-AND	42	42	12.76
multiplexers	23	23	13.90
AND/OR/NAND/NOR	41	41	9.033
XOR/XNOR	9	9	3.407
buffers and inverters	44	74	9.843
adder cells (fa/ha/maj)	22	22	13.85
flip-flops	30	30	37.21
## synthesized netlist by cell type, drive strengths merged
cell type / number
inv: 31
edfxtp: 22
ha: 16
mux2i: 16
buf: 11
nand2: 11
nor2: 11
o21ai: 9
dfrtp: 8
xnor2: 8
mux4: 7
a21oi: 6
fa: 6
a2111oi: 5
nand2b: 5
nor3: 4
o22ai: 4
a211oi: 3
a21o: 3
a22o: 2
clkbuf: 2
or3b: 2
a211o: 1
a221oi: 1
a2bb2oi: 1
a311oi: 1
a31oi: 1
a32oi: 1
and2: 1
nand3: 1
nand3b: 1
nor2b: 1
nor4: 1
o211ai: 1
o31ai: 1
o32ai: 1
o41ai: 1
or2: 1
or2b: 1
or4bb: 1
xor2: 1
## sequential cells by signal (all words and copies together), names as in the netlist
signal,cells
a,8
b,8
out,8
select,3
shamt,3
## through the flow
stage	cell area (µm²)	power [W]	hold slack, ps	setup slack (ps)	cells
after CTS	2715	0.0003945	835.0	4798	313
after detailed placement	2633	0.0002921	816.9	4817	305
after floorplan	2313	0.0002528	693.3	5057	211
after global routing	2715	0.0004177	874.1	4531	313
after global placement	2633	0.0002907	816.0	4838	305
final	2715	0.0003877	825.1	4855	313
## layer usage
metal | wire length [µm] | part of all wire [%] | track usage (%) | up-vias
met2 | 2005 | 47 | 23.42 | 41
met4 | 51 | 1.2 | 3.333 | 0
met5 | 0 | 0 | 0 | -
met1 | 2052 | 48 | 28.54 | 784
met3 | 196 | 4.6 | 2.361 | 5
li1 | - | - | - | 807
Power and IR drop assume default switching activity.
